## /design/flow/run.sh

```bash
#!/bin/bash
# OpenROAD 26Q1-2900-gdf79404cd8, Yosys 0.63+post, stock flow scripts
make -C /OpenROAD-flow-scripts/flow DESIGN_CONFIG=/design/flow/config.mk WORK_HOME=/design/flow/orfs finish
```

## /design/flow/config.mk

```make
export PLATFORM = sky130hd
export DESIGN_NAME = top
export DESIGN_NICKNAME = top
export VERILOG_FILES = /design/flow/design.v
export SDC_FILE = /design/flow/constraint.sdc
export NUM_CORES = 4
export LEC_CHECK = 1
export CORE_AREA = 10 10 70 70
export DIE_AREA = 0 0 80 80
```

## /design/flow/constraint.sdc

```tcl
current_design top

set clk_period 1.9
set clk_io_pct 0.2

create_clock -name clk0 -period $clk_period

set non_clock_inputs [all_inputs -no_clocks]
set_input_delay [expr $clk_period * $clk_io_pct] -clock clk0 $non_clock_inputs
set_output_delay [expr $clk_period * $clk_io_pct] -clock clk0 [all_outputs]
```

## /design/flow/design.v

```verilog
module decoder38(
		input [2:0] in,
		output reg [7:0] out
		);
		always @(*)begin
			out = 8'b00000000;
			case(in)
				3'h0:out = ~8'b11111100;
				3'h1:out = ~8'b01100000;
				3'h2:out = ~8'b11011010;
				3'h3:out = ~8'b11110010;
				3'h4:out = ~8'b01100110;
				3'h5:out = ~8'b10110110;
				3'h6:out = ~8'b10111110;
				3'h7:out = ~8'b11100000;
			endcase
		end
endmodule
module priority_encoder(
		input [7:0] data,
		output reg [2:0] out,
		output out_ins
		);
		integer i;
		always @(*) begin
			if(!|data) begin
				out_ins = 0;
				out = 0;
				end
			else begin
				out_ins = 1;
				out = 0;
				for(i = 0; i <= 7; i =i + 1)
					if(data[i]) begin
						out = i[2:0];
					end
				end
		end	
endmodule
module top(
		input [7:0] data,
		output reg [2:0] led,
		output reg [7:0] hex,
		output reg inst_led
		);
		reg [2:0] coding_result;
		priority_encoder pe(
				.data(data),
				.out(coding_result),
				.out_ins(inst_led)	 
				);
		decoder38 de(
				.in(coding_result),
				.out(hex)
				);
		always @(*)
			led = coding_result;
endmodule
```

==> flow_summary.toml <==
# physical design summary
[yosys]
syn-instance-count = 32
ys_area_um2 = 221
synthesis.area_per_instance_um2 = 6.92
synth_sequential_area_ratio_pct = 0
yosysWarningCount = 5
yosys.cell_types.count = 17
summed_instance_area_of_the_synthesized_netlist_um2 = 221
synth.yosys.num_cells = 32

[sta]
timing.final.setup_violations = 0
hold_viol_final = 0
maxSlewViolCount = 0
max_freq_mhz = 527
min_period_over_period_pct = 100
unrepaired_setup_endpoints_after_global_routing = "true"
layout_min_cycle_time_ns = 1.90

[placement]
globalplace.congestion = 0.795
placed_standard_cell_area_um2 = 544
io_buffers = 19
place.detailed.hpwl_um = 763

[hold_path]
worst_hold_path_type = "input port to primary output"

[setup_path]
crit_required_ns = 1.52
critical_path_class = "input port to primary output"
timing.critical_path.from_type = "input port"
critPathCaptureType = "primary output"
worst-path-max-fanout = 3
endpoint_arrival_time_on_the_critical_path_ns = 1.52

[layout]
register_area_um2 = 0
final_design_area_no_fill_um2 = 790
layout.sequential_cells = 0
areaGrowthSynthToFinish_pct = 256
drive_above_1_share_pct = 86.3
n_clock_buffer = 0

[drt]
dr_total_vias = 366
first_iter_violations = 2
antenna_cells_inserted = 0
drt_drc_violations_left = 0
avgViaCountPerCell = 3.08
antenna_violating_nets_post_route = 0
finalWirelength_um = 1180
avgRoutedWirePerCell_um = 9.93
drtPass1Iterations = 2

[die]
core-area_mm2 = 0.00342
die.size.y_um = 80
floorplan.rows = 21
chip_area_mm2 = 0.00640
initCoreUtil_pct = 6.48
design.portCount = 20
fp.dieW_um = 80

[global_route]
initial_antenna_violation_count = 0
globalRouteTotalUtil_pct = 3.46
overflow = 0
grt_pass1_wl_um = 1910
vias_in_the_first_global_route = 409
pin_count_of_the_biggest_net_entering_global_routing = 6

[run]
drv.max_cap_violation_count = 0
warnings = 38

[power]
power.leakage_nw = 0.342
power.density_mw_per_mm2 = 192
total_power_w = 0.000152
vdd.ir_drop.worst_mv = 0.0282

[status]
status = "finished, final reports clean"
synthesized netlist by cell type:
cell type | number | area [µm²]
sky130_fd_sc_hd__a21oi_1 | 2 | 10.0
sky130_fd_sc_hd__o31ai_1 | 1 | 7.51
sky130_fd_sc_hd__nand2_1 | 6 | 22.5
sky130_fd_sc_hd__conb_1 | 1 | 3.75
sky130_fd_sc_hd__mux2i_1 | 1 | 10.0
sky130_fd_sc_hd__inv_2 | 1 | 3.75
sky130_fd_sc_hd__and2_2 | 1 | 7.51
sky130_fd_sc_hd__or3_1 | 1 | 6.26
sky130_fd_sc_hd__o31a_1 | 1 | 8.76
sky130_fd_sc_hd__nor4_4 | 1 | 21.3
sky130_fd_sc_hd__ha_1 | 5 | 62.6
sky130_fd_sc_hd__nor2_1 | 4 | 15.0
sky130_fd_sc_hd__o31a_2 | 1 | 10.0
sky130_fd_sc_hd__o21ai_0 | 1 | 5.00
sky130_fd_sc_hd__buf_4 | 1 | 7.51
sky130_fd_sc_hd__and2_4 | 1 | 8.76
sky130_fd_sc_hd__inv_1 | 3 | 11.3
area by class of cell:
class                           count  area (µm²)
Fill cell                         364        2630
Inverter                            4        22.5
Multi-Input combinational cell     27         338
Tap cell                           46        57.6
Timing Repair Buffer               42         372
final timing paths:
| path | startpoint | endpoint | cells past startpoint |
|---|---|---|---|
| setup / recovery | data[7] | inst_led | 7 |
| hold / removal | data[1] | inst_led | 3 |
repair_timing:
item / 4_1_cts / 5_1_grt
buffers inserted: 16 / 0
endpoints found under the setup margin: 11 / 8
hold buffers: 0 / 0
pin swaps: 15 / 13
gates resized: 98 / 18
metrics by stage:
stage	hold WS, ns	util [%]	instances	setup TNS [ns]	setup WS, ns
2_1_floorplan	0.816	-	32	0	0.289
3_3_place_gp	1.76	15.9	107	-7.29	-0.780
3_5_place_dp	1.75	15.9	107	-7.54	-0.823
4_1_cts	1.03	22.6	123	-0.0187	-0.00909
5_1_grt	1.05	23.1	119	-0.0955	-0.0326
6_report	1.04	23.1	119	0	0.000904
cell families after synthesis:
family                     count (synthesis)  synth area share (%)
AOI/OAI and AO/OA                          6                  18.6
adders and majority gates                  5                  28.2
buffers and inverters                      5                  10.2
muxes                                      1                  4.52
other                                      1                  1.69
and+or+nand+nor                           14                  36.7
critical path: stages:
cell and delay, ns:
sky130_fd_sc_hd__buf_8 0.10, sky130_fd_sc_hd__buf_6 0.11, sky130_fd_sc_hd__nor4_4 0.28, sky130_fd_sc_hd__buf_4 0.18, sky130_fd_sc_hd__nand2_4 0.04, sky130_fd_sc_hd__or3_1 0.29, sky130_fd_sc_hd__buf_2 0.12
metal layers:
layer | vias up | share of wire (%) | wire length [µm] | GRT usage [%]
met5 | - | 0 | 0 | 0
met4 | 0 | 0 | 0 | 0
met2 | 12 | 51 | 599 | 6.26
met3 | 0 | 8.9 | 105 | 0.909
li1 | 188 | - | - | -
met1 | 166 | 40 | 476 | 4.22
power breakdown:
group	switching [W]	leakage, nW	total, W	internal (W)
combinational	0.0000594	0.342	0.000152	0.0000923
clock	0	0	0	0
sequential	0	0	0	0
total	0.0000594	0.342	0.000152	0.0000923
layout by cell type, fill, tap and decap left out, drive strengths merged:
| cell type | count |
|---|---|
| buf | 38 |
| dlygate4sd2 | 3 |
| and2 | 2 |
| a21oi | 2 |
| ha | 5 |
| nor2 | 4 |
| clkdlybuf4s50 | 1 |
| nand2 | 6 |
| nor4 | 1 |
| o31ai | 1 |
| mux2i | 1 |
| o31a | 2 |
| conb | 1 |
| or3 | 1 |
| inv | 4 |
| o21ai | 1 |
Power and IR drop assume default switching activity.
