<file path="/design/flow/design.v">
module ps2_keyboard(clk,clrn,ps2_clk,ps2_data,data,
                    ready,nextdata_n,overflow);
    input clk,clrn,ps2_clk,ps2_data;
    input nextdata_n;
    output [7:0] data;
    output reg ready;
    output reg overflow;      
    reg [9:0] buffer;         
    reg [7:0] fifo[7:0];      
    reg [2:0] w_ptr,r_ptr;    
    reg [3:0] count;   
    reg [2:0] ps2_clk_sync;
    always @(posedge clk) begin
        ps2_clk_sync <=  {ps2_clk_sync[1:0],ps2_clk};
    end
    wire sampling = ps2_clk_sync[2] & ~ps2_clk_sync[1];
    always @(posedge clk) begin
        if (clrn == 0) begin  
            count <= 0; w_ptr <= 0; r_ptr <= 0; overflow <= 0; ready<= 0;
        end
        else begin
            if ( ready ) begin  
                if(nextdata_n == 1'b0)  
                begin
                    r_ptr <= r_ptr + 3'b1;
                    if(w_ptr==(r_ptr+1'b1))  
                        ready <= 1'b0;
                end
            end
            if (sampling) begin
              if (count == 4'd10) begin
                if ((buffer[0] == 0) &&   
                    (ps2_data)       &&   
                    (^buffer[9:1])) begin       
                    fifo[w_ptr] <= buffer[8:1];   
                    w_ptr <= w_ptr+3'b1;
                    ready <= 1'b1;
                    overflow <= overflow | (r_ptr == (w_ptr + 3'b1));
                end
                count <= 0;      
              end else begin				 
                buffer[count] <= ps2_data;   
                count <= count + 3'b1;
              end
            end
        end
    end
    assign data = fifo[r_ptr];  
endmodule
</file>
<file path="/design/flow/run.sh">
#!/bin/bash
# OpenROAD 26Q1-2900-gdf79404cd8, Yosys 0.63+post, stock flow scripts
make -C /OpenROAD-flow-scripts/flow DESIGN_CONFIG=/design/flow/config.mk WORK_HOME=/design/flow/orfs finish
</file>
<file path="/design/flow/config.mk">
export PLATFORM = sky130hd
export DESIGN_NAME = ps2_keyboard
export DESIGN_NICKNAME = ps2_keyboard
export VERILOG_FILES = /design/flow/design.v
export SDC_FILE = /design/flow/constraint.sdc
export NUM_CORES = 4
export LEC_CHECK = 1
export CORE_UTILIZATION = 30
</file>
<file path="/design/flow/constraint.sdc">
current_design ps2_keyboard

set clk_period 5.9
set clk_io_pct 0.2

create_clock -name clk0 -period $clk_period [get_ports {clk}]

set non_clock_inputs [all_inputs -no_clocks]
set_input_delay [expr $clk_period * $clk_io_pct] -clock clk0 $non_clock_inputs
set_output_delay [expr $clk_period * $clk_io_pct] -clock clk0 [all_outputs]
</file>
==> CHANGELOG.md <==
### Implementation results

* Status: finished clean
* Layout cells sized above 1 at 0.190
* Post-layout util at 0.360
* Required @ worst endpoint at between 4000 and 5000 ps
* PortBufs at 14
* Pwr dens at around 280 mW/mm2
* Area share, top type at 0.563
* Pre-antenna DRT Iters at 4
* Final Max Slew Viols at 0
* CTS tree: yes
* WL final at just over 7 mm
* WHS Path Cells at 0
* WL per Instance at 16.1 um
* Achievable frequency at ~0.29 GHz
* WHS Endpoint: ps2_clk_sync[1]$_DFF_P_
* Layout Area Growth over Synthesis at 15.9%
* PostCTS Resize Cnt at 0
* GPL Wtd Cong at between 0.7 and 0.8
* DRT antenna net count at 0
* Cells on worst reg2reg path at 5
* Clock Tree Root: clkbuf_16
* MaxCap Viol Count at 0
* Crit-path max FO at 16
* Gr ovfl total at 0
* Netlist Area Pre-Place at 0.00395 mm2
* Pin count of the biggest net entering global routing at 17
* Max-slew headroom at 0.512
* FP Core Util at 0.310
* Placement Setup Slack at around 2300 ps
* Hold Violations, Final at 0
* Syn_area_per_cell at 16.0 um2
* Yosys Chip Area at around 0.004 mm2
* Actual slew at the worst max-slew pin at ~730 ps
* Slowest stage delay, CP at between 700 and 800 ps
* Distinct lib cells used at approximately 42
* Async SR Flop Fraction at 0
* Vias in the first global route at between 2000 and 2500
* RR Endpoint: fifo[7][5]$_DFFE_PP_
* HP Class: flop to flop
* Vias per inst at roughly 4.7
* Synth top cell by count: edfxtp_1
* Worst-path clk slew at approximately 60 ps
* CP endpoint kind: output port
* Startpoint Class: flop
* Top delay family on crit path: flip-flops
* Synth area leader: edfxtp_1
* Maximum VDD drop at between 100 and 150 uV
* Post-layout min period at approximately 3400 ps
* Tool warnings at 30
* Ant diodes at 0
* Cycle use final at 0.583
* Leak at 1.51 nW
* RSZ-0062 raised after global routing: no
* Die area at between 0.01 and 0.015 mm2
* Worst Path Buf+Inv at 1
* Seq share, synth at 0.654
* Yosys stat cell total at 247
* Die Span Y at about 120 um
* Mapped Cells at between 200 and 250
* Clock Sinks at around 92
* First-pass GRT wire length at approximately 11 mm
* R2r setup slk at 3130 ps
* Clock Path Buffers at 2
* Clock Skews at a little under 5 ps
* Hold_sp: ps2_clk_sync[0]$_DFF_P_
* All-Layer GR Usage at 0.120
* Worst flop-to-flop path startpoint: buffer[8]$_DFFE_PP_
* FF+latch count, synth at 92
* Top cells, area: edfxtp_1, dfxtp_1, mux4_2
* Dpl hpwl at around 4.9 mm
* DRC at 0
* Final setup fails at 0
* Worst setup path category: flop to output port
* Slowest-stage cell, CP: dfxtp_1
* Ys flop type: edfxtp_1
* Setup TNS Final at 0 ps
* CTS buffer count at 9
* Total number of vias at 2054
* Core ar. at 0.0127 mm2
* Postcts setup bufs at 0
* Final Power at between 0.001 and 0.0015 W
* Hold-fix buffers at CTS at 0
* Initial antenna violation count at 0
* Worst path cell trace: mux4_2, mux2_2, clkdlybuf4s50_1
* CP arrival at between 2000 and 2500 ps
* Worst setup margin at 2460 ps
* Clk ins delay skew pair at 330 ps
* Site row count at around 41
* Yosys warns at 1
* Die W at 117 um
* Top cells by count, synth: edfxtp_1, dfxtp_1, nand2_1, nor2_1, mux4_2
* H-tree lvl count at 3
* I/O pin total at 15
* Initial DRC Count at about 99
* Count of library flops with an enable pin at about 74
==> worst register-to-register path: stages (launching register included) <==
cell and delay, ps:
edfxtp_1 610, xor3_2 530, nor4_2 240, mux2i_4 170
or2_1 290, nor2_1 560
==> how the worst max path moves through the flow <==
stage	start	end	slack [ps]	cells past startpoint
after global routing	flop	data[5]	2330	3
final	flop	data[5]	2460	3
after CTS	flop	data[5]	2370	3
==> area by class of cell <==
cell class,count,area (um2)
timing repair buffer,16,155
sequential,92,2580
clock buffer,9,225
fill,1237,8140
inverter,6,22.5
clock inverter,6,72.6
multi-input combinational,140,1310
tap,172,215
==> routing by layer <==
layer  vias up  share of wire  routed length (um)  GRT usage
li1        972              -                   -          -
met4         0         0.0032                  23    0.00759
met5         -              0                   0          0
met1      1014           0.44                3100      0.166
met3         2          0.080                 565     0.0518
met2        66           0.48                3410      0.194
==> through the flow <==
stage	hold slack [ps]	cells	area, um2
after floorplan	310	247	3950
after global placement	318	426	4280
after detailed placement	321	426	4280
after CTS	337	441	4580
after global routing	355	441	4580
final	334	441	4580
==> power by group <==
part,internal (W),switching [W],total (W)
combinational,0.0000154,0.0000173,0.0000327
clock,0.000331,0.000233,0.000564
sequential,0.000699,0.00000755,0.000707
total,0.00105,0.000258,0.00130
==> layout by cell type (no fill, tap or decap), types with 7 or more instances in the layout <==
master           count
clkbuf_16            9
ha_1                 8
a22o_1               7
dfxtp_1             18
mux2_2               9
nand2_1             18
xor2_1               7
nor2_1              17
xnor2_1              7
clkdlybuf4s50_1     14
mux4_2              16
edfxtp_1            74
==> cell families after synthesis <==
logic type	share of synthesized area
AND-OR/OR-AND	0.0355
XOR/XNOR	0.0434
multiplexers	0.133
buffers and inverters	0.0155
AND/OR/NAND/NOR	0.0931
flip-flops	0.654
adder cells (fa/ha/maj)	0.0253
==> registers in the layout, summed over array words and instances, names as in the netlist, named ones only <==
| register | cells |
|---|---|
| fifo | 64 |
| ps2_clk_sync | 3 |
| count | 4 |
| ready | 1 |
| overflow | 1 |
| r_ptr | 3 |
| w_ptr | 3 |
| buffer | 10 |
Power and IR drop assume default switching activity.
