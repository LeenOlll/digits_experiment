<file path="flow/config.mk">
export PLATFORM = sky130hd
export DESIGN_NAME = alu_go
export DESIGN_NICKNAME = alu_go
export VERILOG_FILES = /design/flow/design.v
export SDC_FILE = /design/flow/constraint.sdc
export NUM_CORES = 4
export LEC_CHECK = 1
export CORE_AREA = 10 10 74 74
export DIE_AREA = 0 0 84 84
</file>
<file path="flow/constraint.sdc">
current_design alu_go

set clk_period 6.4
set clk_io_pct 0.2

create_clock -name clk0 -period $clk_period

set non_clock_inputs [all_inputs -no_clocks]
set_input_delay [expr $clk_period * $clk_io_pct] -clock clk0 $non_clock_inputs
set_output_delay [expr $clk_period * $clk_io_pct] -clock clk0 [all_outputs]
</file>
<file path="flow/run.sh">
#!/bin/bash
# OpenROAD 26Q1-2900-gdf79404cd8, Yosys 0.63+post, stock flow scripts
make -C /OpenROAD-flow-scripts/flow DESIGN_CONFIG=/design/flow/config.mk WORK_HOME=/design/flow/orfs finish
</file>
<file path="flow/design.v">
module MuxKey #(NR_KEY = 2, KEY_LEN = 1, DATA_LEN = 1) (
  output [DATA_LEN-1:0] out,
  input [KEY_LEN-1:0] key,
  input [NR_KEY*(KEY_LEN + DATA_LEN)-1:0] lut
);
  MuxKeyInternal #(NR_KEY, KEY_LEN, DATA_LEN, 0) i0 (out, key, {DATA_LEN{1'b0}}, lut);
endmodule
module MuxKeyInternal #(NR_KEY = 2, KEY_LEN = 1, DATA_LEN = 1, HAS_DEFAULT = 0) (
  output reg [DATA_LEN-1:0] out,
  input [KEY_LEN-1:0] key,
  input [DATA_LEN-1:0] default_out,
  input [NR_KEY*(KEY_LEN + DATA_LEN)-1:0] lut
);
  localparam PAIR_LEN = KEY_LEN + DATA_LEN;
  wire [PAIR_LEN-1:0] pair_list [NR_KEY-1:0];
  wire [KEY_LEN-1:0] key_list [NR_KEY-1:0];
  wire [DATA_LEN-1:0] data_list [NR_KEY-1:0];
  genvar n;
  generate
    for (n = 0; n < NR_KEY; n = n + 1) begin
      assign pair_list[n] = lut[PAIR_LEN*(n+1)-1 : PAIR_LEN*n];
      assign data_list[n] = pair_list[n][DATA_LEN-1:0];
      assign key_list[n]  = pair_list[n][PAIR_LEN-1:DATA_LEN];
    end
  endgenerate
  reg [DATA_LEN-1 : 0] lut_out;
  reg hit;
  integer i;
  always @(*) begin
    lut_out = 0;
    hit = 0;
    for (i = 0; i < NR_KEY; i = i + 1) begin
      lut_out = lut_out | ({DATA_LEN{key == key_list[i]}} & data_list[i]);
      hit = hit | (key == key_list[i]);
    end
    if (!HAS_DEFAULT) out = lut_out;
    else out = (hit ? lut_out : default_out);
  end
endmodule
module adder(
	input [3:0] a,
	input [3:0] b,
	input Cin,
	output [3:0] result,
	output carry,
	output zero,
	output overflow
	);
	wire [3:0] t_add_Cin;
	wire [3:0] result0;
	assign t_add_Cin =( {4{Cin}}^b ) + {3'b000, Cin};  
	assign { carry, result0 } = a + t_add_Cin;
	assign result = result0[3]?{ result0[3], ~result0[2:0] } : result0;
	assign overflow = (a[3] == t_add_Cin[3]) && (result[3] != a[3]);
	assign zero = ~(|result[2:0]);
endmodule
module alu(
	input [2:0] Op,
	input [3:0] A,
	input [3:0] B,
	output [3:0] Result,
	output Overflow,
	output Zero,
	output Carry
	);
	wire [3:0] result_adder, result_adder0, result_less, result_not, result_and, result_or, result_xor, result_equ, result_o;
	wire [3:0] out_less;
        wire overflow_less;
	wire overflow_o, carry_o, zero_o;
	wire [3:0] B_Com, A_Com;
	assign A_Com = A[3]?({A[3], ~A[2:0]} + 1'b1) : A;
	assign B_Com = B[3]?({B[3], ~B[2:0]} + 1'b1) : B;
	assign Result = result_o;
	assign result_adder = overflow_o?4'h0:result_adder0;
	assign Overflow = (Op == 3'd0) ? overflow_o : (Op == 3'd1) ? overflow_o : 1'b0;
	assign Carry = (Op == 3'd0) ? carry_o : (Op == 3'd1) ? carry_o : 1'b0;
	assign Zero = (Op == 3'd0) ? zero_o : (Op == 3'd1) ? zero_o : 1'b0;
	adder adder0(
		.a(A_Com),
		.b(B_Com),
		.Cin(Op[0]),
		.result(result_adder0),
		.carry(carry_o),
		.zero(zero_o),
		.overflow(overflow_o)
		);
	adder adder1(
		.a(A_Com),
		.b(B_Com),
		.Cin(1'b1),
		.result(out_less),
		.carry(),
		.zero(),
		.overflow(overflow_less)
		);
	assign result_less ={3'b000, out_less[3] ^ overflow_less};
	nor(result_not, A);
	and(result_and, A, B);
	or(result_or, A, B);
	xor(result_xor, A, B);
	assign result_equ = (A == B) ? 4'b0001 : 4'b0000;
    	MuxKey #(8,3,4) i0(result_o, Op, {
        3'b000, result_adder,
        3'b001, result_adder,
        3'b010, result_not,
        3'b011, result_and,
        3'b100, result_or,
        3'b101, result_xor,
        3'b110, result_less,
        3'b111, result_equ
    });
endmodule
module alu_go(
		input [3:0] A,
		input [3:0] B,
		input big_up_mode,
		input big_down_mode,
		input small_up_mode,
		input small_down_mode,
		output [2:0] mode,
		output [3:0] result,
		output zf,
		output of,
		output cf
		);
		reg [2:0] mode_set = 3'b000;
		always @(big_down_mode or big_up_mode or small_down_mode or small_up_mode) begin
			if(big_down_mode) mode_set = mode_set - 3'b010;
			else if(big_up_mode) mode_set = mode_set + 3'b010;
			else if(small_up_mode) mode_set = mode_set + 3'b001;
			else if(small_down_mode) mode_set = mode_set - 3'b001;
		end
		assign mode = mode_set;
		alu alu0(
			.Op(mode_set),
			.A(A),
			.B(B),
			.Result(result),
			.Overflow(of),
			.Zero(zf),
			.Carry(cf)
		);
endmodule
</file>
==> notes.md <==
impl run done, here's what came out: status=complete, no violations, worst-path cell chain=clkdlybuf4s50_1 -> inv_1 -> ha_1 -> mux2i_2 -> xnor2_1 -> ha_1 -> xor2_1 -> xnor2_1 -> ha_2 -> a21oi_4 -> or4_2 -> a21oi_1 -> or4_1 -> clkdlybuf4s50_1, initial antenna violation count=0, Post-route DRC=0, cell type with the largest total area=ha_1, Syn Inst Count=144, max layer used=met3, Die Size=7060 µm², Core Rows=23, power density cells=87.5 nW/µm², max reg flops=3, top cells by area=ha_1, xnor2_1, inv_1, o21ai_0, nor2_1, Tool Warnings=42, Pre-antenna DRT Iters=3, IO buf count=22, fin crit share=96.2%, post-DP HPWL=2290 µm, endpoints left unconstrained=6, met3 wire len=132 µm, Routed Antenna Nets=0, P_leak=0.637 nW, area grow syn2layout=30.0%, Worst Hold Class=in2out, setup TNS=0 ps, CP max stage delay=610 ps, Fin. Hold Viols=0, pin count of the biggest net entering global routing=14, register pins left without a clock=3, unrepaired setup endpoints after global routing=false, Area leader share=29.5%, Syn. warnings=14, startpoint types=input port, vias per cell=4.88, Net Sw Frac=48.3%, layout cells sized above 1=8.82%, Slew @ Worst Pin=678 ps, kind of critical path=in2out, cell count listed in synth_stat.txt=144, Max rail drop VDD=31.2 µV, Pins Over Slew Limit=0, number of global-route vias before repair=1015, DRT Wirelength=2720 µm, Met1 Wirelength=1250 µm, io pins=22, Core Box Area=3970 µm², PnR Total Power=0.125 mW, Setup violations, final=0, metal2 WL=1350 µm, CP Data Arrival Time=4880 ps, die span in y=84 µm, post-synthesis cell type count=35, sequential share of power=0.7%, Req. time, crit path=5120 ps, combinational share of power=99.3%, n_diodes=0, Yosys chip area=1100 µm², most used logic cell in the final layout=ha_1, internal power=0.0648 mW, Top Layout Cells=ha_1, clkdlybuf4s50_1, xnor2_1, inv_1, nor2_1, Avg WL per Cell=12.4 µm, initial detailed-routing violation count=51, initial core utilization=27.8%, max-cap viol count=0, Post-synth regs=3, CP Max Fanout=5, min Tclk post-route=6160 ps, Netlist Area Pre-Place=1100 µm², slowest stage cell on the critical path=or4_2, gpl congestion=0.884, Post-Layout Inst Area=1430 µm², crit path capture type=output port, Clock power frac=0%, sw power=0.0606 mW, Placed Area=1400 µm², gr usage total=7.30%, first-pass GRT wire length=4590 µm, Avg Inst Size Synth=7.65 µm², Layout Utilization=36.1%, Peak Freq=162 MHz, worst relative slew slack=54.7%, DR vias=1073, grt ovf=0, Die W=84 µm
==> layer usage <==
metal / vias to the layer above / track usage (%)
li1: 569 / -
met1: 490 / 9.27
met2: 14 / 13.1
met3: 0 / 1.38
met4: 0 / 0
met5: - / 0
==> cells by family after synthesis <==
kind of cell / count (synthesis) / synth area share [%]
latches: 3 / 4.09
buffers and inverters: 18 / 6.58
XOR/XNOR: 18 / 14.3
adder cells (fa/ha/maj): 27 / 31.3
AND-OR/OR-AND: 33 / 21.3
multiplexers: 4 / 3.75
AND/OR/NAND/NOR: 41 / 18.6
==> worst paths after layout <==
path              start         to  cells past startpoint  slack (ps)
hold / removal     A[2]  result[2]                      5        3770
setup / recovery   B[0]  result[0]                     14         240
==> worst max-delay path: cells and delay by family <==
family,cells,cell delay (ps)
buf+inv,3,1040
simple gates,2,750
mux,1,200
fa+ha+maj,3,970
compound gates,2,250
xor+xnor,3,390
==> synth_stat cells (all sizes together) <==
cell type	number
mux2	1
nand2b	1
xnor2	14
nand4	3
nand3b	1
o211ai	1
nor4	2
o21ai	10
o31ai	2
or4	3
nor2	13
mux2i	3
xor2	4
clkbuf	2
nor3b	2
fa	1
a221oi	4
a21oi	9
a221o	1
and3	1
buf	2
o21bai	1
dlxtn	3
nor3	4
nand3	3
a2111oi	1
a21o	3
nand2	8
inv	14
ha	26
o311ai	1
==> power groups by stage <==
stage	registers (mW)	clock network, mW	logic [mW]
finish	0.000857	0	0.125
global route	0.000880	0	0.138
CTS	0.000857	0	0.117
==> metrics by stage <==
stage,worst slack [ps],hold slack (ps),cells
6_report,244,3770,220
5_1_grt,47.2,3860,220
4_1_cts,166,3790,217
3_5_place_dp,172,3790,217
3_3_place_gp,249,3790,217
2_1_floorplan,1220,2720,144
==> final cells by class <==
cell class / instances / area [µm²]
fill: 421 / 2540
multi-input combinational: 124 / 1000
timing repair buffer: 29 / 273
tap: 50 / 62.6
inverter: 14 / 52.6
sequential: 3 / 45.0
==> repair_timing <==
action                     4_1_cts  5_1_grt
hold buffers                     0        0
setup endpoints to repair        0        2
setup buffers                    0        2
resized                          0        2
Power is estimated from default activity; no workload was simulated.
